==> flow/config.mk <==
export PLATFORM = sky130hd
export DESIGN_NAME = fulladder_4_bit
export DESIGN_NICKNAME = fulladder_4_bit
export VERILOG_FILES = /design/flow/design.v
export SDC_FILE = /design/flow/constraint.sdc
export NUM_CORES = 4
export LEC_CHECK = 1
export CORE_AREA = 10 10 70 70
export DIE_AREA = 0 0 80 80
==> flow/constraint.sdc <==
current_design fulladder_4_bit

set clk_period 3.6
set clk_io_pct 0.2

create_clock -name clk0 -period $clk_period

set non_clock_inputs [all_inputs -no_clocks]
set_input_delay [expr $clk_period * $clk_io_pct] -clock clk0 $non_clock_inputs
set_output_delay [expr $clk_period * $clk_io_pct] -clock clk0 [all_outputs]
==> flow/design.v <==
module full_adder(input a,b,cin, output s,c);
wire w0,w1,w2;
half_adder g1(.a(a), .b(b), .sum(w0), .carry(w1));
half_adder g2(.a(w0), .b(cin), .sum(s), .carry(w2));
assign c = w1 | w2;
endmodule
`timescale 1ns / 1ps
module fulladder_4_bit(input [3:0]a,b, input m, output [3:0]s, output cout);
wire w1,w2,w3,w4,w5,w6,w7;
assign w1 = m^b[0];
assign w2 = m^b[1];
assign w3 = m^b[2];
assign w4 = m^b[3];
full_adder g1(.a(a[0]), .b(w1), .cin(m), .s(s[0]), .c(w5));
full_adder g2(.a(a[1]), .b(w2), .cin(w5), .s(s[1]), .c(w6));
full_adder g3(.a(a[2]), .b(w3), .cin(w6), .s(s[2]), .c(w7));
full_adder g4(.a(a[3]), .b(w4), .cin(w7), .s(s[3]), .c(cout));
endmodule
module half_adder(input a,b, output sum, carry);
assign sum = a ^ b;
assign carry = a & b;
endmodule
==> flow/run.sh <==
#!/bin/bash
# OpenROAD 26Q1-2900-gdf79404cd8, Yosys 0.63+post, stock flow scripts
make -C /OpenROAD-flow-scripts/flow DESIGN_CONFIG=/design/flow/config.mk WORK_HOME=/design/flow/orfs finish
==> qor.yml <==
outcome: "finished, final reports clean"
cts_hold_buf: 0
endpoint_kind: "output pin"
finalCriticalPeriod_ps: 3520
worstMarginPinSlew_ps: 221
die_h_um: 80
syn_area_per_cell_um2: 9.05
final_cell_mix: "clkdlybuf4s50_1, inv_1"
netlist_instances: 17
gp_congestion: 0.680
initial_core_util_pct: 4.51
final_hold_viol_count: 0
timing.fmax_mhz: 284
mappedNetlistArea_um2: 154
regArea_um2: 0
period_used_pct: 97.6
gr-total-overflow: 0
hpwl_um: 507
busiest_layer: "met1"
dr.pass1.iters: 1
drc: 0
wire_per_inst_um: 6.91
flops: 0
die_area_um2: 6400
cap_viol_max_count: 0
warning_count: 32
finalMaxSlewViolations: 0
rows: 21
crit_required_ps: 2880
layoutNonFillerInstCount: 75
fin_util_pct: 9.93
drt_wl_total_um: 518
ys_cells: 17
drt-initial-drc-count: 0
crit_fanout: 2
core_area_um2: 3420
rsz0062_at_grt: "no"
power_density_nw_per_um2: 152
power.leakage_uw: 0.000143
drive_above_1_share_pct: 10.3
placed_cells: 75
finalInstanceArea_um2: 339
lay_top_count: "clkdlybuf4s50_1"
syn2layout_area_growth_pct: 120
grt_max_degree: 4
track_usage_pct: 1.48
use_met1_pct: 2.66
met3_usage_pct: 1.14
slew_headroom_pct: 85.1
num-clock-buffers: 0
grt_pass1_vias: 146
grt_pass1_wl_um: 724
postRouteAntennaNets: 0
startpoint_type: "input port"
antenna_cells_inserted: 0
grt_antenna_before_repair: 0
synthDistinctLibCells: 6
cts_setup_buffers: 0
io_pins: 14
worst-setup-path-type: "in -> out"
met2_usage_pct: 1.12
cp.arrival_ps: 2800
die_w_um: 80
synth_warnings: 0
cts_resized: 2
logic_area_um2: 108
num_vias: 139
ys_area_um2: 154
hold_path_class: "in -> out"
synth_seq_share_pct: 0
peakVddDrop_mv: 0.0478
place_area_um2: 337
via_per_inst: 1.85
fill_cells: 408
numPortBuffers: 14
setup_viol: 0
[power by group]
part	internal (µW)	leakage (µW)	total, µW	switching (µW)
registers	0	0	0	0
logic	34.1	0.000143	51.5	17.4
clock network	0	0	0	0
total	34.1	0.000143	51.5	17.4
[final timing paths]
path  from    to  slack, ps  cells past startpoint
max   b[0]  s[3]         80                      7
min   a[0]  s[0]       2040                      3
[critical path, stage by stage]
cell and delay, ps:
clkdlybuf4s50_1 500, mux2i_1 100, fa_2 350, fa_1 360
inv_1 70, fa_1 410, dlygate4sd2_1 290
[Yosys cell counts (all sizes together)]
master,n,area [µm²]
xnor2,2,17.5
xor2,2,17.5
mux2i,1,10.0
buf,4,30.0
inv,5,18.8
fa,3,60.1
[per-layer routing]
layer | vias up | wire, µm
li1 | 67 | -
met1 | 59 | 318
met2 | 13 | 113
met3 | 0 | 86
met4 | 0 | 0
met5 | - | 0
[metrics by stage]
stage / power [µW] / TNS, ps / setup slack (ps) / hold WS [ps]
after detailed placement: 54.7 / -252 / -252 / 2430
after floorplan: 25.3 / 0 / 692 / 1550
after global routing: 56.6 / 0 / 10.4 / 2080
after CTS: 52.1 / 0 / 16.7 / 2350
after global placement: 53.8 / -219 / -219 / 2420
final: 51.5 / 0 / 84.9 / 2040
[logic make-up (layout without fill, tap and decap cells)]
logic type  Yosys count  count (layout)  synth area share, %
mux                   1               1                 6.50
fa+ha+maj             3               3                 39.0
buf+inv               9              21                 31.7
xor+xnor              4               4                 22.8
[cell type report]
type / instances / area share (%)
multi-input combinational: 8 / 31.7
inverter: 5 / 5.54
timing repair buffer: 16 / 45.8
tap: 46 / 17.0
Power is estimated from default activity; no workload was simulated.
