`run.sh`:
```
#!/bin/bash
# OpenROAD 26Q1-2900-gdf79404cd8, Yosys 0.63+post, stock flow scripts
make -C /OpenROAD-flow-scripts/flow DESIGN_CONFIG=/design/flow/config.mk WORK_HOME=/design/flow/orfs finish
```
`config.mk`:
```
export PLATFORM = sky130hd
export DESIGN_NAME = ram_512_active_low
export DESIGN_NICKNAME = ram_512_active_low
export VERILOG_FILES = /design/flow/design.v
export SDC_FILE = /design/flow/constraint.sdc
export NUM_CORES = 4
export LEC_CHECK = 1
export CORE_UTILIZATION = 30
```
`constraint.sdc`:
```
current_design ram_512_active_low

set clk_period 26.2
set clk_io_pct 0.2

create_clock -name clk0 -period $clk_period [get_ports {clk}]

set non_clock_inputs [all_inputs -no_clocks]
set_input_delay [expr $clk_period * $clk_io_pct] -clock clk0 $non_clock_inputs
set_output_delay [expr $clk_period * $clk_io_pct] -clock clk0 [all_outputs]
```
`design.v`:
```
`timescale 1ns / 1ps
module ram_512_active_low(input clk, r, w, 
input [7:0]din,
input [8:0]addr,
output reg [7:0]dout);
reg [7:0]mem[0:511];
integer i;
initial begin
for(i=0;i<512;i=i+1)
mem[i]<=8'b0;
dout<=8'b0;
end
always@(posedge clk)begin
if(!w)begin
mem[addr]<=din;
end 
if(r)begin
if(!w)
dout<=din;
else
dout<=mem[addr];
end
end
endmodule
```
==> results.py <==
# Auto-generated metrics
metrics = {
    "final_timing": {
        "setup_viol": 0,
        "finalHoldViolCount": 0,
        "fin_setup_tns_ns": 0,
        "slew_headroom_pct": 5.05,
        "finalClockSkew_ns": 0.0827,
        "max_freq_mhz": 97.6,
        "tightest_slew_ns": 1.41,
        "fin_crit_sh_pct": 39.1,
        "period_needed_ns": 10.24,
        "slew_viol_final": 0,
        "rsz0062_at_grt": "no",
    },
    "detailed_routing": {
        "drt-initial-drc-count": 6090,
        "drc_errors": 0,
        "wl_per_cell_um": 31.7,
        "ant_nets": 0,
        "via_count": 79700,
        "drt-pass1-iter-count": 6,
        "vias_per_cell": 5.23,
        "wirelength_mm": 483,
    },
    "finish": {
        "design_area_um2": 182000,
        "drive_gt1_share_pct": 24.3,
        "area_growth_pct": 14.5,
        "fin_util_pct": 34.5,
    },
    "power_and_ir_drop": {
        "irDropWorstVdd_mv": 0.0628,
        "p_leak_nw": 55.5,
        "power_density_nw_per_um2": 75.5,
    },
    "logic_synthesis": {
        "ys_top_cells_by_area": "edfxtp_1, mux4_2, nor2_1",
        "syn-cell-area_um2": 159000,
        "common_cells": "edfxtp_1, mux4_2, nor2_1, nand2_1, mux2i_1",
        "yosys_warnings": 1,
        "aoi_share_pct": 2.34,
        "ys_seq_elements": 4104,
        "ys_sh_xor_pct": 0,
        "syn_avg_cell_area_um2": 21.1,
        "edf_count": 4104,
        "ys_async_sr_fraction_pct": 0,
        "yosysTopAreaCellShare_pct": 77.4,
        "synthDistinctLibCells": 68,
        "ys_cells": 7553,
        "synthMostInstantiatedCell": "edfxtp_1",
        "synth_adder_area_share_pct": 0,
        "ys_sh_mux_pct": 15.5,
        "dominantRegCellSynth": "edfxtp_1",
        "postSynthCellCount": 7553,
        "top_area_cell": "edfxtp_1",
        "ys_sh_simple_pct": 3.16,
        "yosys-stat-area_um2": 159000,
        "seq_area_frac_synth_pct": 77.4,
        "synth.comb.largest_family": "multiplexers",
    },
    "cts": {
        "cts_buffer_depth": 4,
        "htree_levels": 5,
        "worstSkewPairLatency_ns": 1.00,
        "cts.sink_count": 4104,
        "cts_made_buffers": 401,
        "tritoncts": "yes",
        "postCtsHoldBufs": 0,
        "cts-root-buf": "clkbuf_16",
        "path_clk_slew_ns": 0.07,
        "ctsResizeCount": 0,
        "cts_setup_buffers": 0,
    },
    "placement": {
        "place_congestion": 1.04,
        "dpl_cell_area_um2": 169000,
        "portBuffers": 27,
        "dp_hpwl_mm": 311,
    },
    "grt": {
        "track_usage_pct": 19.4,
        "grt_max_degree": 134,
        "grt_overflow": 0,
        "grt_antenna_before_repair": 32,
        "grt_pass1_wl_mm": 673,
        "grt_pass1_vias": 87800,
    },
    "hold_path": {
        "hold_path_class": "flop to flop",
    },
    "floorplan": {
        "pin_count": 28,
        "die_h_um": 731,
        "die-area_um2": 534000,
        "core_um2": 529000,
        "fp.dieW_um": 731,
        "fp_util_pct": 30.1,
        "std_cell_rows": 267,
    },
    "worst_setup_path": {
        "slowest_delay_ns": 0.68,
        "start_kind": "input pin",
        "cpMostUsedCell": "buf_4",
        "slowest_stage": "or4_1",
        "crit_path_end_kind": "flop",
        "path_cells": "buf_12, buf_4, buf_4, buf_12, buf_4, mux4_2, nand2_1, a31oi_1, o221ai_1, nand4_1, or4_1, o32a_1",
        "cp.required_ns": 26.94,
        "critPathMaxFanout": 84,
        "critical_path_arrival_ns": 10.99,
        "path_class": "input pin to flop",
    },
    "outcome": {
        "status": "complete, no violations",
    },
    "run": {
        "maxCapViolations": 0,
        "tool_warnings": 38,
    },
}
[path summary, 6_finish.rpt]
path	slack, ns	depth (start not counted)	to	startpoint
max	15.96	12	dout[4]	addr[1]
min	1.06	5	dout[7]	mem[157][7]
max reg2reg	22.44	6	dout[1]	mem[503][1]
min reg2reg	1.06	5	dout[7]	mem[157][7]
[where the power goes]
part	switching (mW)	leakage [nW]	internal, mW
clock network	2.50	6.48	3.35
registers	0.00703	36.9	7.23
logic	0.475	12.1	0.206
total	2.98	55.5	10.8
[registers in the layout (all words and copies together), names as in the netlist]
name,flops
dout,8
mem,4096
[critical path, delay by kind of cell]
kind,cells,cell delay [ns]
mux,1,0.42
simple gates,3,1.44
compound gates,3,1.02
buf+inv,5,2.61
[logic make-up after synthesis]
logic type / Yosys count
DFF: 4104
AOI/OAI and AO/OA: 521
and+or+nand+nor: 1228
muxes: 1224
buffers and inverters: 476
[final cells by class]
cell class              instances  area, µm²
fillers                     48000     346000
flip-flops and latches       4104     123000
multi-input cells            2973      33700
clock buffers                 482      10400
well taps                    6994       8750
repair buffers                382       3170
clock inverters               260       3000
diodes                         32       80.1
inverters                       9       46.3
[placed cells by master (no fill, tap or decap), drive strengths merged, types with 21 or more instances in the layout]
master / Yosys / routed
a22oi: 96 / 96
nand2: 320 / 320
clkbuf: 172 / 482
a32oi: 30 / 30
inv: 8 / 21
mux4: 995 / 995
diode: 0 / 32
o221ai: 26 / 26
buf: 295 / 368
mux2i: 221 / 221
nor2: 696 / 696
a221oi: 36 / 36
bufinv: 0 / 50
nor3: 26 / 26
edfxtp: 4104 / 4104
o21ai: 78 / 78
a31oi: 44 / 44
o22ai: 59 / 59
nand4: 22 / 22
a21oi: 52 / 52
clkinv: 1 / 179
nand3: 85 / 85
[metal layers]
metal  share of wire, %  vias to the layer above  GRT usage (%)
met1                 29                    40600           18.8
met2                 45                     5955           27.6
li1                   -                    32100              -
met3                 20                     1018           18.2
met4                5.4                       68           8.34
met5               0.51                        -           4.12
[per-stage QoR]
stage / hold WS (ns) / cells / worst slack, ns / power, mW
finish: 1.06 / 15200 / 15.96 / 13.8
CTS: 1.05 / 15200 / 16.07 / 13.8
floorplan: 0.889 / 7553 / 18.34 / 7.70
global placement: 1.03 / 14500 / 15.10 / 8.04
global route: 1.15 / 15200 / 15.82 / 14.1
detailed placement: 1.04 / 14500 / 15.04 / 8.05
Power is estimated from default activity; no workload was simulated.
