==> constraint.sdc <==
current_design mux_64x1_using_8x1

set clk_period 2.3
set clk_io_pct 0.2

create_clock -name clk0 -period $clk_period

set non_clock_inputs [all_inputs -no_clocks]
set_input_delay [expr $clk_period * $clk_io_pct] -clock clk0 $non_clock_inputs
set_output_delay [expr $clk_period * $clk_io_pct] -clock clk0 [all_outputs]
==> config.mk <==
export PLATFORM = sky130hd
export DESIGN_NAME = mux_64x1_using_8x1
export DESIGN_NICKNAME = mux_64x1_using_8x1
export VERILOG_FILES = /design/flow/design.v
export SDC_FILE = /design/flow/constraint.sdc
export NUM_CORES = 4
export LEC_CHECK = 1
export CORE_AREA = 10 10 71 71
export DIE_AREA = 0 0 81 81
==> design.v <==
`timescale 1ns / 1ps
module mux_64x1_using_8x1(y,a,s);
output y;
input [63:0]a;
input [5:0]s;
wire [7:0]w;
mux_8x1_using_2x1 g1(w[0], a[7:0], s[2:0]);
mux_8x1_using_2x1 g2(w[1], a[15:8], s[2:0]);
mux_8x1_using_2x1 g3(w[2], a[23:16], s[2:0]);
mux_8x1_using_2x1 g4(w[3], a[31:24], s[2:0]);
mux_8x1_using_2x1 g5(w[4], a[39:32], s[2:0]);
mux_8x1_using_2x1 g6(w[5], a[47:40], s[2:0]);
mux_8x1_using_2x1 g7(w[6], a[55:48], s[2:0]);
mux_8x1_using_2x1 g8(w[7], a[63:56], s[2:0]);
mux_8x1_using_2x1 g9(y, w[7:0], s[5:3]);
endmodule
`timescale 1ns / 1ps
module mux_8x1_using_2x1(y,a,s);
input [7:0]a;
input [2:0]s;
output y;
wire [5:0]w;
mux_using_2x1 m1(w[0], a[1:0], s[0]);
mux_using_2x1 m2(w[1], a[3:2], s[0]);
mux_using_2x1 m3(w[2], a[5:4], s[0]);
mux_using_2x1 m4(w[3], a[7:6], s[0]);
mux_using_2x1 m5(w[4], w[1:0], s[1]);
mux_using_2x1 m6(w[5], w[3:2], s[1]);
mux_using_2x1 m7(y,w[5:4], s[2]);
endmodule
`timescale 1ns / 1ps
module mux_using_2x1(y,a,s);
input [1:0]a;
input s;
output y;
assign y = ~s&a[0]|s&a[1];
endmodule
==> run.sh <==
#!/bin/bash
# OpenROAD 26Q1-2900-gdf79404cd8, Yosys 0.63+post, stock flow scripts
make -C /OpenROAD-flow-scripts/flow DESIGN_CONFIG=/design/flow/config.mk WORK_HOME=/design/flow/orfs finish
==> qor.csv <==
stage,metric,value,unit
power_and_ir_drop,Worst VDD drop,0.0584,mV
synth,Avg Inst Size Synth,10.9,um^2
worst_setup_path,CP Class,input pin to output pin,
final_timing,crit share post-route,103,%
status,status,finished with violations,
final_timing,setup ws final,-80.2,ps
synth,Top-area cell share,36.1,%
synth,Gate Count Post-Synth,57,
floorplan,die height,81,um
job,tool warnings,34,
synth,post-synthesis cell type count,26,
synth,synthesized area,623,um^2
placement,Placed Cells incl. Taps,184,
synth,sequential fraction of the synthesis area,0,%
worst_setup_path,crit path DRT,1840,ps
final_timing,setup tns final,-80.2,ps
finish,Area growth syn-to-layout,142,%
detailed_routing,WL per Instance,15.1,um
detailed_routing,vias per cell,4.40,
hold_path,hold crit path type,input pin to output pin,
finish,# fillers,368,
floorplan,core area,3630,um^2
floorplan,fp util,17.1,%
synth,Cell area leaders,"mux4_2 36%, mux2i_1 9.6%, mux4_1 8.4%",
placement,Place WS,-899,ps
synth,top-count cell post-synth,mux4_2,
detailed_routing,final WL,2790,um
final_timing,FMAX,0.420,GHz
synth,Post-synth top cells,"10 x mux4_2, 6 x mux2i_1, 4 x nor2_1",
worst_setup_path,Crit Path Max Fanout,4,
final_timing,Tmin final,2380,ps
finish,Clock buffer cells,0,
finish,Util after Layout,41.5,%
final_timing,final tally of hold violations,0,
hold_path,worst hold start,s[1],
detailed_routing,initial drt markers,34,
finish,fin cells,185,
placement,Post-DP HPWL,2510,um
worst_setup_path,nature of the critical path startpoint,input pin,
final_timing,Pins Over Slew Limit,0,
detailed_routing,Post-DRT Antenna Nets,0,
synth,Ys Warns,0,
synth,Yosys chip area,623,um^2
global_routing,gr ovfl total,0,
final_timing,Slew @ Worst Pin,312,ps
global_routing,initial antenna violation count,0,
detailed_routing,ANT cells,0,
hold_path,Hold Path Sink,y,
final_timing,RSZ-0062 raised after global routing,yes,
finish,layout cells sized above 1,34.3,%
finish,logic area,658,um^2
placement,Port Buffers,71,
job,Max-cap violations,0,
global_routing,Total Routing Usage GR,7.97,%
worst_setup_path,Worst setup startpoint,s[0],
global_routing,largest net degree at the start of global routing,8,
detailed_routing,Pre-antenna DRT Iters,2,
final_timing,Final setup viols,1,
detailed_routing,detailed-route via count,814,
floorplan,I/O pins,71,
placement,GPL Wtd Cong,0.823,
synth,ys cells,57,
final_timing,worst hold slack,1660,ps
power_and_ir_drop,static leakage,0.620,nW
power_and_ir_drop,PD cells,162,nW/um^2
worst_setup_path,Critical Path End Type,output pin,
detailed_routing,Remaining DRCs,0,
finish,Flops,0,
floorplan,Std-Cell Rows,22,
status,failing checks,negative setup slack,
worst_setup_path,crit path DAT,1920,ps
hold_path,cell count of the worst hold path,5,
global_routing,vias in the first global route,915,
global_routing,global-route wire length before repair,4190,um
synth,Yosys top cell by area,mux4_2,
finish,Seq. cell area,0,um^2
floorplan,die area,6560,um^2
floorplan,die extent in x,81,um
final_timing,max_slew headroom,79.2,%
==> critical path, stage by stage <==
cell and delay, ps:
buf_6 80, buf_6 110, mux4_2 480, mux2_4 290, a2111oi_4 300, a211oi_2 80
buf_2 130
==> stage by stage <==
stage	cell area, um^2	power [mW]
floorplan	623	0.0956
global placement	1470	0.245
detailed placement	1470	0.247
CTS	1500	0.245
global route	1510	0.263
finish	1510	0.244
==> cell families (layout without fill, tap and decap cells) <==
| kind of cell | count (synthesis) | after routing | synth area share (%) |
|---|---|---|---|
| muxes | 21 | 21 | 60.2 |
| and+or+nand+nor | 18 | 18 | 16.9 |
| AOI/OAI and AO/OA | 10 | 10 | 15.7 |
| buffers and inverters | 8 | 88 | 7.23 |
==> where the power goes <==
group	internal, mW	switching [mW]	total [mW]
registers	0	0	0
logic	0.166	0.0778	0.244
clock network	0	0	0
total	0.166	0.0778	0.244
==> layout make-up <==
class,instances,area share (%)
tap,48,3.98
inverter,1,0.249
timing repair buffer,87,52.1
multi-input combinational,49,43.7
==> worst max path at each step <==
stage / endpoint / slack [ps] / cells after the start
4_1_cts: y / -90 / 7
5_1_grt: y / -160 / 9
6_report: y / -80 / 7
==> routing by layer <==
layer	wire [um]	global-route usage [%]	share of wire, %
met2	1480	13.9	53
met3	249	2.78	8.9
met4	0	0	0
met1	1060	9.96	38
met5	0	0	0
==> cell usage in the layout, fill, tap and decap left out, types with 2 or more instances in the layout <==
cell type        synthesis  layout
a2111oi_4                1       3
a211oi_2                 0       2
buf_2                    3       3
buf_4                    1      10
buf_6                    1       7
clkdlybuf4s15_1          0       2
clkdlybuf4s50_1          0      22
dlygate4sd2_1            0      43
mux2_2                   2       2
mux2i_1                  6       6
mux4_2                  10      12
nand2_1                  2       2
nand3b_1                 2       2
nor2_1                   4       3
nor2b_1                  3       3
==> timing repair <==
action	in CTS	in global routing
gates cloned	1	0
gates resized	88	2
hold buffers	0	0
pin swaps	11	0
endpoints found under the setup margin	1	1
buffers inserted	0	0
Power is estimated from default activity; no workload was simulated.
